File: /design/flow/config.mk
export PLATFORM = sky130hd
export DESIGN_NAME = Control
export DESIGN_NICKNAME = Control
export VERILOG_FILES = /design/flow/design.v
export SDC_FILE = /design/flow/constraint.sdc
export NUM_CORES = 4
export LEC_CHECK = 1
export CORE_AREA = 10 10 113 113
export DIE_AREA = 0 0 123 123
File: /design/flow/design.v
module Control
#(
	parameter count_width = 17
)
(
	input clk, rst,
	output reg valid_Block1,
	output reg valid_Block2,
	output reg valid_Block3,
	output reg valid_Block4,
	output reg valid_Block5,
	output reg valid_RAM_FC,
	output reg done
);
	reg [count_width-1:0] count_clk;
	always @(posedge clk) begin
	   if(count_clk >= 17'd67329) begin
	       done <= 1'b1;
	   end
	   else begin
	       done <= 1'b0;
	   end
	end
	always @(posedge clk or posedge rst) begin
		if (rst) begin
			count_clk = 17'd0;
			valid_Block1 = 0;
			valid_Block2 = 0;
			valid_Block3 = 0;
			valid_Block4 = 0;
			valid_Block5 = 0;	
			valid_RAM_FC = 0;
		end
		else begin
			count_clk = count_clk + 17'd1;
			if ((count_clk > 17'd0) && (count_clk < 17'd50403)) begin
				valid_Block1 = 1;
				valid_Block2 = 0;
				valid_Block3 = 0;
				valid_Block4 = 0;
				valid_Block5 = 0;
				valid_RAM_FC = 0;
			end
			else if ((count_clk >= 17'd50403) && (count_clk < 17'd63061)) begin
				valid_Block1 = 1;
				valid_Block2 = 1;
				valid_Block3 = 0;
				valid_Block4 = 0;
				valid_Block5 = 0;
				valid_RAM_FC = 0;
			end
			else if ((count_clk >= 17'd63061) && (count_clk < 17'd66255)) begin
				valid_Block1 = 1;
				valid_Block2 = 1;
				valid_Block3 = 1;
				valid_Block4 = 0;
				valid_Block5 = 0;
				valid_RAM_FC = 0;
			end
			else if ((count_clk >= 17'd66255) && (count_clk < 17'd67069)) begin
				valid_Block1 = 1;
				valid_Block2 = 1;
				valid_Block3 = 1;
				valid_Block4 = 1;
				valid_Block5 = 0;
				valid_RAM_FC = 0;
			end
			else if ((count_clk >= 17'd67069) && (count_clk < 17'd67281)) begin
				valid_Block1 = 1;
				valid_Block2 = 1;
				valid_Block3 = 1;
				valid_Block4 = 1;
				valid_Block5 = 1;
				valid_RAM_FC = 0;
			end
			else if ((count_clk >= 17'd67281) && (count_clk < 17'd67330)) begin
				valid_Block1 = 1;
				valid_Block2 = 1;
				valid_Block3 = 1;
				valid_Block4 = 1;
				valid_Block5 = 1;
				valid_RAM_FC = 1;
			end
			else if (count_clk >= 17'd67330) begin
				count_clk = 17'd67281;
			end
		end
	end
endmodule
File: /design/flow/constraint.sdc
current_design Control

set clk_period 6.7
set clk_io_pct 0.2

create_clock -name clk0 -period $clk_period [get_ports {clk}]

set non_clock_inputs [all_inputs -no_clocks]
set_input_delay [expr $clk_period * $clk_io_pct] -clock clk0 $non_clock_inputs
set_output_delay [expr $clk_period * $clk_io_pct] -clock clk0 [all_outputs]
File: /design/flow/run.sh
#!/bin/bash
# OpenROAD 26Q1-2900-gdf79404cd8, Yosys 0.63+post, stock flow scripts
make -C /OpenROAD-flow-scripts/flow DESIGN_CONFIG=/design/flow/config.mk WORK_HOME=/design/flow/orfs finish
==> impl_metrics.toml <==
# physical design summary
[status]
outcome = "finished clean"

[critical_path]
path_max_fanout = 16
crit_path_end_kind = "flip-flop"
ff2ff_setup_slack_ns = 2.45
cp.arrival_ns = 4.40
r2r-start = "count_clk[0]"
r2r-end = "valid_RAM_FC"
worstSetupPathType = "flip-flop to flip-flop"
ff2ff_path_depth = 9
cp.required_ns = 6.85
worstSetupStartpointType = "flip-flop"

[synthesis]
asyncSetResetFlopFracSynth_pct = 95.83
main_synth_ff_type = "dfrtp_1"
synth.cell_area_sq_um = 2366
syn_avg_cell_area_sq_um = 7.887
ys_seq_elements = 24
synth_chip_area_sq_um = 2366
synth.yosys.warnings = 1
synth-edff-count = 0
yosys.stat.seqShare_pct = 25.17
yosys.cell_types.count = 72
ys_cells = 300
netlist_instances = 300

[sta]
layout_setup_ws_ns = 2.445
maximum_clock_frequency_mhz = 235.0
timing_hold_violations_final = 0
finalClockPeriodUsage_pct = 63.50
setup_total_negative_slack_ns = 0
rsz_0062_raised_after_global_routing = "false"
max_slew_margin_pct = 42.48
worstMarginPinSlew_ns = 0.8411
maxSlewViolCount = 0
setup_viol = 0
clock-skew-final_ns = 0.002868
post-route-min-period_ns = 4.255

[power_and_ir_drop]
comb_power_share_pct = 1.3
seqPwrFrac_pct = 52.8
leakagePower_nw = 0.9739
cellInternalPower_mw = 0.2254
share_of_total_power_in_the_clock_network_pct = 45.9
worst_ir_drop_vdd_uv = 148.5
fraction_of_power_spent_switching_nets_pct = 17.69
power_switching_mw = 0.04845
pwr_per_cell_area_nw_per_um2 = 106.0

[floorplan]
i_o_pin_count = 9
die_y_um = 123
fp-utilization_pct = 22.92
die-area_sq_um = 15130
placement_rows = 37
die_x_um = 123
core-area_sq_um = 10320

[min_path]
worst_hold_path.endpoint = "valid_Block1"
hold_path_startpoint = "valid_Block1"
timing.hold.worst.class = "flip-flop to flip-flop"
worstHoldPathCells = 1

[clock_network]
path_clk_slew_ns = 0.08
clock_tree.buffer_depth = 2
htreeDepth = 1
number_of_buffers_created_by_cts = 3
clock_tree.root_cell = "clkbuf_8"
clock_tree_from_tritoncts = "done"
postCtsSetupRepairBufs = 0
cts_num_sinks = 24
cts_hold_buf = 0
cts_repair_resize_count = 0
worst_skew_pair.late_latency_ns = 0.27

[detailed_routing]
initialDrtViolationCount = 288
drt_pass1_iterations = 5
postRouteAntennaNets = 0
vias_per_cell = 5.460
route.detailed.wl_per_inst_um = 15.72
insertedDiodeCount = 0
routed_wl_mm = 6.696
detail_route.drc_violations = 0
via_count = 2326

[placement]
place_worst_setup_slack_ns = 2.565
post_dp_cell_area_sq_um = 2512
hpwl_mm = 5.018
gpl.final_weighted_congestion = 0.9827
buffer_ports.inserted = 8

[finish]
stdcell_area_sq_um = 2584
area.growth.synth_to_final_pct = 9.202
seq_area_sq_um = 595.6
logic_area_sq_um = 1613
lay_top_count = "nor2_1"
mostFrequentLayoutCells = "nor2_1, dfrtp_1, nand2_1"
nFillCells = 1084
layout-drive-gt1-share_pct = 7.586

[global_route]
vias_in_the_first_global_route = 2175
gr-total-overflow = 0
grt_first_pass_wirelength_mm = 11.34
grt_start_max_net_pins = 24
antenna_violations_before_repair = 0
globalRouteTotalUtil_pct = 9.019

[flow_run]
number_of_warnings_the_tools_reported = 29
cap_violations = 0
Yosys cell counts (8+ instances only):
cell | number | share of area, %
dfrtp_1 | 23 | 24
xnor2_1 | 9 | 3.3
buf_2 | 14 | 3.0
a21oi_1 | 16 | 3.4
inv_1 | 9 | 1.4
nor2_1 | 27 | 4.3
nand3_1 | 13 | 2.7
nor3_1 | 13 | 2.7
nand2_1 | 17 | 2.7
o21ai_0 | 11 | 2.3
nand2b_1 | 8 | 2.1
logic make-up (layout without fill, tap and decap cells):
logic type | Yosys count | in the layout | synth area share (%)
buffers and inverters | 34 | 24 | 6.663
and+or+nand+nor | 134 | 134 | 32.89
muxes | 2 | 2 | 0.8990
adders and majority gates | 5 | 5 | 2.644
xor gates and xnor gates | 16 | 16 | 5.923
AOI/OAI and AO/OA | 85 | 85 | 25.81
DFF | 24 | 24 | 25.17
power groups by stage:
stage	registers, mW	logic [mW]	clock network (mW)
after CTS	0.145	0.00384	0.131
final	0.145	0.00360	0.126
after global routing	0.145	0.00422	0.138
layer usage:
| layer | share of wire [%] | GRT usage (%) | wire length (um) | vias up |
|---|---|---|---|---|
| met4 | 2.4 | 1.965 | 164 | 0 |
| met5 | 0 | 0 | 0 | - |
| met3 | 6.0 | 0.9251 | 400 | 16 |
| li1 | - | - | - | 1106 |
| met2 | 46 | 14.12 | 3096 | 107 |
| met1 | 45 | 13.22 | 3034 | 1097 |
sequential cells by signal (all words and copies together) (netlist names):
| signal | cells |
|---|---|
| valid_Block2 | 1 |
| count_clk | 17 |
| valid_Block1 | 1 |
| valid_Block3 | 1 |
| valid_Block4 | 1 |
| valid_Block5 | 1 |
| valid_RAM_FC | 1 |
| done | 1 |
final cells by class:
| class | count | area share, % |
|---|---|---|
| Multi-Input combinational cell | 242 | 62.42 |
| Sequential cell | 24 | 23.05 |
| Inverter | 10 | 1.501 |
| Clock buffer | 3 | 1.598 |
| Clock inverter | 1 | 1.162 |
| Timing Repair Buffer | 10 | 3.680 |
| Tap cell | 136 | 6.586 |
worst max-delay path, cell delays in order, from the launching register on:
cell	delay, ns
dfrtp_1	0.61
ha_1	0.55
nand4_1	0.56
nor3_1	0.38
o211ai_1	0.24
a2111oi_0	0.82
o2111ai_1	0.26
a31oi_1	0.39
nor4_1	0.15
nor3b_1	0.17
stage by stage:
stage	total power, mW	utilization (%)	hold slack (ns)	std cells
after global routing	0.2865	25.03	0.5180	426
after global placement	0.1512	24.34	0.4675	422
final	0.2739	25.03	0.4854	426
after detailed placement	0.1513	24.34	0.4690	422
after floorplan	0.1496	-	0.4136	300
after CTS	0.2790	25.03	0.4900	426
worst max-delay path by stage:
stage	startpoint	endpoint	slack (ns)	cells past startpoint
global route	count_clk[0]	valid_RAM_FC	2.12	9
finish	count_clk[0]	valid_RAM_FC	2.45	9
CTS	count_clk[0]	valid_RAM_FC	2.55	9
No activity file was given, so power comes from the tool's default toggle rates.

===== flow/design.v =====
module Mul(a, b, OUT);
	input [23:0] a, b;
	output [23:0] OUT;
	assign OUT = a * b;
endmodule
module SignExtend(out, in);
	input [7:0] in;
	output [23:0] out;
	assign out = { 16'b0, in[7:0] };
endmodule
module adder(a, b, out);
	input [23:0] a;
	input [23:0] b;
	output [23:0] out;
	assign out = a + b;
endmodule
module adder3input(in1, in2, in3, out);
	input [23:0] in1;
	input [23:0] in2;
	input [23:0] in3;
	output [23:0] out;
	wire [23:0] w1;
	adder adder_inst1(in1, in2, w1);
	adder adder_inst2(w1, in3, out);
endmodule
module rgb2gray(clk, rst, red_in, green_in, blue_in, gray_out, valid_in, valid_out);
	input clk, rst;
	input valid_in;
	input [7:0] red_in, green_in, blue_in;
	output [7:0] gray_out;
	output reg valid_out;
	reg [7:0] red, green, blue;
	always @(posedge clk, posedge rst) begin
		if(rst) begin
			red <= 0;
			green <= 0;
			blue <= 0;
			valid_out <= 0;
		end 
		else if(valid_in) begin
			red <= red_in;
			green <= green_in;
			blue <= blue_in;
			valid_out <= 1;
		end
	end
	wire [23:0] se_red_out, se_green_out, se_blue_out, mul_red_out, mul_green_out, mul_blue_out, add_out;
	SignExtend SignExtend_red( .out(se_red_out),
										  .in(red)
									    );
	SignExtend SignExtend_green( .out(se_green_out),
										  .in(green)
									    );
	SignExtend SignExtend_blue( .out(se_blue_out),
										  .in(blue)
									    );
	Mul Mul_Red_inst( .a(se_red_out),
			 .b(24'd19595),
					  .OUT(mul_red_out)
					);
	Mul Mul_Green_inst( .a(se_green_out),
	                  .b(24'd38469),
					  .OUT(mul_green_out)
					);
	Mul Mul_Blue_inst( .a(se_blue_out),
	                  .b(24'd7471),
					  .OUT(mul_blue_out)
					);
	adder3input adder3input_inst( .in1(mul_red_out),
											.in2(mul_green_out),
											.in3(mul_blue_out),
											.out(add_out)
											); 
	shifter shifter_inst( .in(add_out),
								 .out(gray_out)
								 );
endmodule
module shifter(in, out);
	input [23:0] in;
	output [7:0] out;
	assign out = in[23:16];
endmodule

===== flow/constraint.sdc =====
current_design rgb2gray

set clk_period 8.0
set clk_io_pct 0.2

create_clock -name clk0 -period $clk_period [get_ports {clk}]

set non_clock_inputs [all_inputs -no_clocks]
set_input_delay [expr $clk_period * $clk_io_pct] -clock clk0 $non_clock_inputs
set_output_delay [expr $clk_period * $clk_io_pct] -clock clk0 [all_outputs]

===== flow/run.sh =====
#!/bin/bash
# OpenROAD 26Q1-2900-gdf79404cd8, Yosys 0.63+post, stock flow scripts
make -C /OpenROAD-flow-scripts/flow DESIGN_CONFIG=/design/flow/config.mk WORK_HOME=/design/flow/orfs finish

===== flow/config.mk =====
export PLATFORM = sky130hd
export DESIGN_NAME = rgb2gray
export DESIGN_NICKNAME = rgb2gray
export VERILOG_FILES = /design/flow/design.v
export SDC_FILE = /design/flow/constraint.sdc
export NUM_CORES = 4
export LEC_CHECK = 1
export CORE_UTILIZATION = 30

==> run_results.csv <==
group,metric,value,unit
status,status,"finished, final reports clean",
placement,numPortBuffers,35,
floorplanning,core,0.0219,sq mm
global_routing,overflow,0,
drt,drt_iter0_markers,108,
clock_tree,numCtsBuffers,3,
logic_synthesis,netlist_area,0.00673,sq mm
worst_setup_path,critPathSlowestCell,"fa_1",
worst_setup_path,worstPathArrival,6.20,ns
logic_synthesis,syn_area_per_cell,10.2,sq um
floorplanning,fp_util,30.7,%
worst_setup_path,end_kind,"output pin",
global_routing,grt_max_degree,43,
global_routing,antenna_found_initial,0,
worst_setup_path,criticalPathCategory,"reg2out",
logic_synthesis,postSynthCellCount,658,
sta,fmax,0.128,GHz
logic_synthesis,synth_cell_types,30,
sta,timing.final.crit_share,97.4,%
worst_setup_path,r2r_end,"red[3]$_DFFE_PP0P_",
cells_and_area,utilization,35.1,%
sta,hold_violations,0,
sta,finalSetupViolCount,0,
global_routing,grt_pass1_wl,23900,um
floorplanning,row_count,54,
cells_and_area,stdcell_count,989,
logic_synthesis,ys_cells,658,
sta,worst_slack,0.205,ns
drt,drt-pass1-iter-count,4,
min_path,hold_class,"reg2reg",
worst_setup_path,startpoint_type,"register",
logic_synthesis,yosysWarnings,1,
min_path,hold_depth,1,
worst_setup_path,r2r-start,"red[3]$_DFFE_PP0P_",
drt,totalWireLength,14900,um
sta,slew_violations,0,
worst_setup_path,rr_worst_depth,2,
clock_tree,root_buffer,"clkbuf_16",
logic_synthesis,async_reset_ff_share,100,%
logic_synthesis,ys_chip_area,0.00673,sq mm
worst_setup_path,crit_chain,"fa_1, inv_2, ha_1, fa_1, inv_1, fa_1, inv_1, fa_1, inv_1, fa_1, fa_1, inv_1, ha_1, a21oi_1, o21ai_0, a21oi_1, nand4_1, a221oi_2, xnor2_1, clkdlybuf4s50_1",
cells_and_area,fill_cells,2232,
cells_and_area,area_growth_syn_to_layout,14.3,%
logic_synthesis,yosys_most_used_dff,"dfrtp_1",
sta,max_slew.worst_pin.slew,0.476,ns
worst_setup_path,crit_top_cell,"fa_1",
logic_synthesis,synth_seq_share,9.30,%
sta,min_period,7.80,ns
worst_setup_path,crit_required,6.40,ns
clock_tree,clk_pin_slew,0.06,ns
min_path,hp-start,"valid_out$_DFFE_PP0P_",
global_routing,grt_usage,14.9,%
clock_tree,htreeDepth,1,
cells_and_area,drive_above_1_share,8.18,%
drt,wire_per_inst,15.1,um
drt,ant_nets,0,
floorplanning,fp.dieW,152,um
run,max-cap-violations,0,
logic_synthesis,edf_count,0,
clock_tree,clockBufferDepth,2,
floorplanning,die_area,0.0230,sq mm
floorplanning,ios,36,
floorplanning,die_h,152,um
clock_tree,tritoncts,"done",
run,tool_warnings,33,
worst_setup_path,startpoint,"blue[5]$_DFFE_PP0P_",
min_path,hold_end,"valid_out$_DFFE_PP0P_",
clock_tree,clk_latency,0.26,ns
drt,n_antenna_cell,0,
logic_synthesis,ys_ff,25,
sta,hold_ws,0.474,ns
placement,dp.cells,979,
sta,skew,0,ns
global_routing,grt_pass1_vias,4498,
placement,dp_hpwl,13700,um
drt,detail_route.drc_violations,0,
placement,place_congestion,0.962,
drt,num_vias,4318,
sta,slew-limit-headroom,68.3,%
placement,dp_slack,0.202,ns
worst_setup_path,crit_fanout,5,
worst_setup_path,reg2reg_slack,6.91,ns
clock_tree,clock-sinks,25,
worst_setup_path,slowest_delay,0.60,ns
drt,viasPerCell,4.37,
cells in the final DEF, fill, tap and decap left out, types with 4 or more instances in the layout:
master             n
a21oi_1           11
inv_1            240
o21ai_0           20
fa_1             129
a21o_1             9
dfrtp_1           19
xor2_1             4
dfrtp_2            6
fa_2               5
clkdlybuf4s50_1   35
nand2_1           21
buf_4             17
ha_1             138
xnor2_1            6
mux2_2             7
nand3_1            5
Yosys cell counts, drive strengths merged, types with 5 or more instances:
master	number	area, sq um
inv	242	908
ha	141	1760
fa	134	2680
dfrtp	25	626
o21ai	22	110
nand2	21	78.8
a21oi	12	60.1
a21o	9	67.6
mux2	7	78.8
xnor2	6	52.6
clkbuf	5	18.8
nand3	5	25.0
worst max path at each step:
| stage | endpoint | slack, ns |
|---|---|---|
| CTS | gray_out[6] | 0.01 |
| global route | gray_out[7] | -0.001 |
| finish | gray_out[7] | 0.20 |
logic make-up after synthesis:
kind of cell               count (synthesis)  share of synthesized area (%)
AOI/OAI and AO/OA                         54                           5.25
adders and majority gates                275                           66.1
muxes                                      7                           1.17
xor gates and xnor gates                  10                           1.30
buffers and inverters                    247                           13.8
and+or+nand+nor                           40                           3.07
DFF                                       25                           9.30
layout make-up:
class	count	area, sq um	share of cell area [%]
Timing Repair Buffer	52	478	6.22
Clock buffer	3	75.1	0.977
Clock inverter	1	5.00	0.0651
Tap cell	280	350	4.56
Multi-Input combinational cell	386	5240	68.1
Inverter	242	908	11.8
Sequential cell	25	633	8.24
critical path: cells and delay by family (launching register included):
kind / cells / cell delay [ns]
DFF: 1 / 0.44
xor gates and xnor gates: 1 / 0.14
buffers and inverters: 6 / 0.77
AOI/OAI and AO/OA: 4 / 0.77
and+or+nand+nor: 1 / 0.23
adders and majority gates: 8 / 3.57
metal layers:
metal	GRT usage [%]	share of wire, %	routed length, um	up-vias
met4	1.49	1.3	193	0
met3	7.02	9.9	1480	13
met1	20.6	41	6120	2123
met5	0	0	0	-
li1	-	-	-	2081
met2	22.5	48	7110	101
what timing repair did:
item / CTS / global route
pin swaps: 2 / 9
resized: 4 / 18
endpoints found under the setup margin: 4 / 8
setup buffers: 0 / 6
hold buffers: 0 / 0
sequential cells by signal, summed over array words and instances (netlist names):
register / flops
green: 8
red: 8
blue: 8
valid_out: 1
metrics by stage:
step                      cell area [sq um]   TNS, ns
after floorplan                        6730         0
after global placement                 7490         0
after detailed placement               7490         0
after CTS                              7580         0
after global routing                   7690  -0.00122
final                                  7690         0
